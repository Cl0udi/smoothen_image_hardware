### design/flow/design.v
`timescale 1ns / 1ps
module edge_detect(
    input clk,
    input reset,
    input [23:0] RGB_Edge, 
    input [7:0] top,
    input [7:0] bot,
    input [7:0] left,
    input [7:0] right,
    input [7:0] top_left,
    input [7:0] top_right,
    input [7:0] bot_left,
    input [7:0] bot_right,
    output reg [23:0] RGB_Edge_Detected
    );
    integer transform;
    initial begin
        RGB_Edge_Detected   = 0;
    end
    always @(posedge clk)begin
        if(reset)begin
            RGB_Edge_Detected   = 0;
            end
        else begin
            transform =  (RGB_Edge[15:8] << 3) -
                         top -
                         bot -
                         left -
                         right -
                         top_left -
                         top_right-
                         bot_left -
                         bot_right;
            RGB_Edge_Detected[7:0]=transform;  
            RGB_Edge_Detected[15:8]=transform;  
            RGB_Edge_Detected[23:16]=transform;  
            end
       end
endmodule
### design/flow/run.sh
#!/bin/bash
# OpenROAD 26Q1-2900-gdf79404cd8, Yosys 0.63+post, stock flow scripts
make -C /OpenROAD-flow-scripts/flow DESIGN_CONFIG=/design/flow/config.mk WORK_HOME=/design/flow/orfs finish
### design/flow/config.mk
export PLATFORM = sky130hd
export DESIGN_NAME = edge_detect
export DESIGN_NICKNAME = edge_detect
export VERILOG_FILES = /design/flow/design.v
export SDC_FILE = /design/flow/constraint.sdc
export NUM_CORES = 4
export LEC_CHECK = 1
export CORE_UTILIZATION = 30
### design/flow/constraint.sdc
current_design edge_detect

set clk_period 6.1
set clk_io_pct 0.2

create_clock -name clk0 -period $clk_period [get_ports {clk}]

set non_clock_inputs [all_inputs -no_clocks]
set_input_delay [expr $clk_period * $clk_io_pct] -clock clk0 $non_clock_inputs
set_output_delay [expr $clk_period * $clk_io_pct] -clock clk0 [all_outputs]
==> notes.md <==
Reports from this run.

- The flow reported a cell area power density of 379 nW/um^2.
- The clock share of power is 5.4%.
- In this run the critical path is formed by clkdlybuf4s50_1 > inv_1 > fa_1 > fa_1 > fa_1 > inv_1 > fa_1 > inv_1 > ha_1 > a21o_1 > a21oi_1 > o21a_1 > nor3_1 > mux2_4.
- The number of cells in the finished layout apart from fillers is 383.
- The hold path startpoint reads reset.
- The die is 84.3 um tall.
- The flow ran to the end, and the final reports show no timing, DRC or antenna violations.
- Data on the critical path is required at its endpoint by 6.21 ns.
- The number of placed instances with taps included reads 380.
- The number of rows created at floorplan reads 29.
- The final count of hold timing violations is 0.
- The delay of the slowest cell on the worst path is 0.56 ns.
- The number of hold-repair buffers added at the cts stage is 0.
- Summed over all nets, the switching power comes to 0.466 mW.
- The max-slew violation total from the final report reads 0.
- The sequential cells in the finished layout cover a total of 160 um^2.
- The post-CTS setup repair buffer count reads 0.
- The global placer's final weighted congestion reads 0.772.
- The multi-input gate area in the final layout reads 1420 um^2.
- The number of flip-flops in the largest register reads 8.
- In this run, post-CTS repair resized a total of 0 instances.
- Setup repair after global routing left no endpoint under its margin.
- The largest net degree at the start of global routing is 12.
- The number of cells on the worst hold path is 2.
- The cell taking the most area after synthesis reads sky130_fd_sc_hd__fa_1.
- The number of enable flip-flop cells is 0.
- The first-pass GRT wire length reads 6070 um.
- The initial antenna violation count reads 0.
- The highest-delay cell along the critical path reads sky130_fd_sc_hd__fa_1.
- The stage-log warning count reads 47.
- The cell seen most often among critical-path stages reads sky130_fd_sc_hd__fa_1.
- The via-per-instance ratio reads 3.95.
- The number of cells in Yosys stat is 226.
- The async set-or-reset flop fraction in the synthesized netlist reads 0%.
- The critical setup path kind reads in -> reg.
- The warning count from the yosys run reads 1.
- Yosys reports that the leading cell type by area covers 41.4% of the netlist area.
- The number of buffer cells added on primary ports is 94.
- The worst min-delay path class is in -> reg.
- The type of element launching the critical path reads a primary input.
- The die is 84.3 um wide.
- Clock tree synthesis inserted a total of 3 buffers.
- The tool flagged a number of max-cap violations equal to 0.
- The global routing report lists combined usage of all routing layers as 10.5%.
- The count of H-tree levels built during CTS is 1.
- For this design the top-level I/O count stands at 114.
- The main flop type is sky130_fd_sc_hd__dfxtp_1.
- The worst path in the final design needs a cycle of 5.01 ns, including I/O delays and setup.
- According to the timing report, the arrival time at the worst endpoint equals 5.12 ns.
- No sink is reached through more buffers than the 2 on the longest clock path.
- Across all checked pins, the minimum headroom to the slew limit is 72.7%.
- The total core area is 6460 um^2.
- The layout has 632 filler cells.
- The violation count after the first detailed-route iteration is 35.
- Hold analysis lists the worst path endpoint as RGB_Edge_Detected[16]$_SDFF_PP0_.
- After legalization and detailed placement, the total HPWL measured 3070 um.
- The overall chip area reads 7100 um^2.
- The post-detailed-route wirelength per cell is 8.02 um.
- The remaining global-route overflow reads 0.
- The layout summary lists the proportion of cells stronger than drive strength 1 as 1.63%.
- Once detail routing completed, the nets flagged for antenna violations numbered 0.
- Along the critical path, the tally of buffer and inverter instances is 4.
- The largest fanout of any net on the critical path reads 3.
- The internal power summed over all cells reads 0.667 mW.
- The transition time at the pin with the least slew margin reads 0.408 ns.
- The via count is 1511.
- The cell count after synthesis came out at 226.
- The count of clock tree sinks reads 8.
- The script extracted a total leakage power of 1.47 nW.
- STA classifies the critical path endpoint as a flip-flop.
- Per the run report, area growth between synthesis and finish was 47.0%.
- Per report_power, the sequential group accounts for 8.4% of the total.
- The switching share of total power is 41.1%.
- Looking at the power breakdown, combinational cells take 86.2% of the total.
- The antenna diode count is 0.
- After synthesis, the cell types taking the most area are sky130_fd_sc_hd__fa_1, sky130_fd_sc_hd__inv_1, sky130_fd_sc_hd__ha_1.
- The via count of the first global-routing pass reads 1549.
- The overall routed net length is 3070 um.
- The upper clock frequency limit reads 0.200 GHz.
- The tree is rooted in a sky130_fd_sc_hd__clkbuf_8.
- The post-synthesis instance area is 2030 um^2.
- The initial utilization of the core area, before any placement, comes to 31.4%.
- The total iterations of the first detailed-routing run is 21.
- The count of distinct cell types in the synthesized netlist is 22.
- The number of remaining DRC errors reads 0.
- The peak supply drop reads 0.000164 V.
- TritonCTS built the clock tree.
- The end-of-flow timing check tallies setup violations at 0.
- The mean post-synth cell area reads 8.99 um^2.
- After synthesis, flip-flops and latches occupy 7.89% of the total area.
- The kind of cell with the highest combined delay on the critical path reads adder cells.
- The number of synthesized register bits is 8.
- Summed over all failing endpoints, the final setup total negative slack is 0 ns.
- Dividing the final minimum period by the clock period gives 82.1%.
- The clock-pin transition on the worst setup and hold timing paths is 0.04 ns.
- The total cell area reported by yosys after synthesis is 2030 um^2.
[layer usage]
layer	wire length (um)	global-route usage [%]	up-vias
li1	-	-	775
met1	1260	14.3	668
met2	1480	17.9	66
met3	324	3.19	2
met4	14	0.470	0
met5	0	0	-
[final cells by class]
cell class                      instances  share of cell area [%]
Clock buffer                            3                    1.38
Inverter                               88                    11.1
Multi-Input combinational cell        113                    47.4
Sequential cell                         8                    5.36
Tap cell                               77                    3.23
Timing Repair Buffer                   94                    31.5
[cell usage after synthesis, types with 2 or more instances]
library cell,count
sky130_fd_sc_hd__inv_1,88
sky130_fd_sc_hd__fa_1,42
sky130_fd_sc_hd__xnor2_1,18
sky130_fd_sc_hd__buf_4,16
sky130_fd_sc_hd__ha_1,15
sky130_fd_sc_hd__dfxtp_1,8
sky130_fd_sc_hd__nor2_1,6
sky130_fd_sc_hd__nor3_1,5
sky130_fd_sc_hd__o21a_1,5
sky130_fd_sc_hd__nand2_1,4
sky130_fd_sc_hd__a21o_1,3
sky130_fd_sc_hd__a21oi_1,3
sky130_fd_sc_hd__o21ai_0,3
sky130_fd_sc_hd__xor2_1,2
[metrics by stage]
stage	utilization, %	instance area (um^2)	worst slack (ns)	hold WS, ns	total power, mW
2_1_floorplan	-	2030	1.43	1.36	0.857
3_3_place_gp	45.6	2940	0.797	1.91	1.09
3_5_place_dp	45.6	2940	0.819	1.91	1.10
4_1_cts	46.2	2990	1.06	1.75	1.16
5_1_grt	46.2	2990	0.828	1.77	1.32
6_report	46.2	2990	1.09	1.74	1.13
[how the worst max path moves through the flow]
stage     startpoint                                to  cells past startpoint
4_1_cts       top[1]  RGB_Edge_Detected[15]$_SDFF_PP0_                     14
5_1_grt       top[1]  RGB_Edge_Detected[15]$_SDFF_PP0_                     14
6_report      top[1]  RGB_Edge_Detected[15]$_SDFF_PP0_                     14
[power by group through the flow]
stage     clock, mW  sequential (mW)  combinational [mW]
6_report     0.0607           0.0951               0.977
5_1_grt      0.0674           0.0998                1.15
4_1_cts      0.0632           0.0963                1.00
[cell usage in the layout (no fill, tap or decap), drive strengths merged, types with 2 or more instances in the layout]
master and instances:
fa 42, nor2 6, o21a 5, clkbuf 3, o21ai 3, nor3 5
xor2 2, dfxtp 8, inv 88, a21o 3, xnor2 18, clkdlybuf4s50 94
a21oi 3, nand2 4, ha 15
[cells by family (layout without fill, tap and decap cells)]
group / after synthesis / in the layout / share of synthesized area [%]
fa+ha+maj: 57 / 57 / 50.6
compound gates: 17 / 17 / 5.61
mux: 1 / 1 / 0.739
xor+xnor: 20 / 20 / 8.63
flops: 8 / 8 / 7.89
simple gates: 18 / 18 / 4.13
buf+inv: 105 / 185 / 22.4
Power and IR drop assume default switching activity.
