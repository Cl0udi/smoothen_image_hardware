**flow/design.v**
```verilog
`timescale 1ns / 1ps
module smooth(
    input clk,
    input reset,
    input [23:0] RGB_Smooth, 
    input [7:0] top,
    input [7:0] bot,
    input [7:0] left,
    input [7:0] right,
    input [7:0] top_left,
    input [7:0] top_right,
    input [7:0] bot_left,
    input [7:0] bot_right,
    output reg [23:0] RGB_Smoothened
    );
    integer transform;
    initial begin
        RGB_Smoothened   = 0;
    end
    always @(posedge clk)begin
        if(reset)begin
            RGB_Smoothened   = 0;
            end
        else begin
            transform =  RGB_Smooth[15:8] +
                         top +
                         bot +
                         left +
                         right +
                         top_left +
                         top_right +
                         bot_left +
                         bot_right;
            RGB_Smoothened[7:0]=(transform >> 3) - (transform >> 6);  
            RGB_Smoothened[15:8]=(transform >> 3) - (transform >> 6);  
            RGB_Smoothened[23:16]=(transform >> 3) - (transform >> 6);  
            end
       end
endmodule
```
**flow/run.sh**
```bash
#!/bin/bash
# OpenROAD 26Q1-2900-gdf79404cd8, Yosys 0.63+post, stock flow scripts
make -C /OpenROAD-flow-scripts/flow DESIGN_CONFIG=/design/flow/config.mk WORK_HOME=/design/flow/orfs finish
```
**flow/config.mk**
```make
export PLATFORM = sky130hd
export DESIGN_NAME = smooth
export DESIGN_NICKNAME = smooth
export VERILOG_FILES = /design/flow/design.v
export SDC_FILE = /design/flow/constraint.sdc
export NUM_CORES = 4
export LEC_CHECK = 1
export CORE_UTILIZATION = 40
```
**flow/constraint.sdc**
```tcl
current_design smooth

set clk_period 9.1
set clk_io_pct 0.2

create_clock -name clk0 -period $clk_period [get_ports {clk}]

set non_clock_inputs [all_inputs -no_clocks]
set_input_delay [expr $clk_period * $clk_io_pct] -clock clk0 $non_clock_inputs
set_output_delay [expr $clk_period * $clk_io_pct] -clock clk0 [all_outputs]
```
==> impl_metrics.json <==
{
  "ys_area_mm2": 0.002414,
  "flop_cell": "dfxtp_1",
  "warning_count": 41,
  "drt_iter0_drc": 41,
  "startpoint_type": "primary input",
  "top_area_share_pct": 44.79,
  "rsz0062_at_grt": "false",
  "top_cells_by_area": "fa_1 45%, inv_1 13%, ha_1 7.3%",
  "clk_pin_slew_ns": 0.04,
  "period_minus_slack_ns": 7.155,
  "firstDrtPassIters": 4,
  "viasPerCell": 4.387,
  "yosysCellCount": 258,
  "areaGrowthSynthToFinish_pct": 40.54,
  "tns_ns": 0,
  "design.core.area_mm2": 0.005675,
  "antenna_left": 0,
  "rows": 27,
  "diodes": 0,
  "maxSlewHeadroom_pct": 59.83,
  "criticalPathCategory": "in -> reg",
  "wl_um": 3988,
  "placed_cells_incl_taps": 410,
  "hold_viol_final": 0,
  "crit_fanout": 5,
  "status": "finished clean",
  "fmax_ghz": 0.1398,
  "timing.final.setup_violations": 0,
  "ys_ff": 8,
  "dp_hpwl_um": 3801,
  "final_cells": 413,
  "worstMarginPinSlew_ns": 0.5971,
  "top_area_cell": "fa_1",
  "dieArea_mm2": 0.006349,
  "synthTopCellsByCount": "82 x inv_1, 54 x fa_1, 16 x buf_4",
  "ctsHoldBuffers": 0,
  "yosysUniqueCellTypes": 43,
  "ys_warn_count": 1,
  "htreeDepth": 1,
  "fp_util_pct": 42.53,
  "seqCellArea_um2": 160.2,
  "syn_area_per_cell_um2": 9.355,
  "num-fill-cells": 500,
  "place_congestion": 0.8097,
  "die_y_um": 79.68,
  "grt_usage_pct": 15.09,
  "postCtsSetupRepairBufs": 0,
  "cts_resized": 0,
  "syn_inst": 258,
  "cts_root_buf": "clkbuf_8",
  "worstPathRequired_ns": 9.24,
  "cts.sinks": 8,
  "antenna_found_initial": 0,
  "ios": 114,
  "synth_top_cell_by_count": "inv_1",
  "cp.arrival_ns": 7.30,
  "grt_pass1_wl_um": 7479,
  "vias": 1812,
  "wl_per_cell_um": 9.656,
  "timing.final.crit_share_pct": 78.62,
  "grt_pass1_vias": 1850,
  "hp-class": "in -> reg",
  "layout-drive-gt1-share_pct": 3.519,
  "largest_register_ffs": 8,
  "cts_tree": "yes",
  "end_kind": "register",
  "cts.path.max_buffers": 2,
  "drc_errors": 0,
  "io_buffers": 97,
  "die_w_um": 79.68,
  "seq_area_frac_synth_pct": 6.636,
  "max-cap-violations": 0,
  "grt_start_max_net_pins": 10,
  "syn_area_mm2": 0.002414,
  "drv_slew": 0,
  "cts-buffers-inserted": 3,
  "grt_overflow": 0,
  "synthArstFlopShare_pct": 0,
  "comb_area_mm2": 0.001822,
  "edf_count": 0
}
## stage by stage
step / util [%] / hold slack [ns] / area (um^2) / setup WS [ns]
floorplan: - / 2.102 / 2414 / 2.567
finish: 59.77 / 2.347 / 3392 / 1.945
global placement: 59.04 / 2.508 / 3351 / 1.661
CTS: 59.77 / 2.349 / 3392 / 1.878
global route: 59.77 / 2.395 / 3392 / 1.522
detailed placement: 59.04 / 2.510 / 3351 / 1.677
## layout by cell type (no fill, tap or decap), types with 2 or more instances in the layout
master           count
a21oi_1              8
nand3_1              3
nand2b_1             3
o21a_1               2
inv_1               82
fa_1                54
nor2_1              15
clkdlybuf4s50_1     97
nor2b_1              2
dfxtp_1              8
o21ai_0              2
ha_1                14
or3_1                2
nand2_1              4
clkbuf_8             3
and3_1               2
xor2_1               4
xnor2_1              7
nor3_1               5
## worst paths after layout
check             startpoint            endpoint  slack [ns]  cells after the start
setup / recovery      top[2]  RGB_Smoothened[22]        1.95                     20
hold / removal         reset  RGB_Smoothened[16]        2.35                      2
## kinds of logic (layout without fill, tap and decap cells)
logic type,count (synthesis),in the layout,synth area share [%]
xor gates and xnor gates,11,11,3.992
muxes,2,2,1.037
DFF,8,8,6.635
and+or+nand+nor,41,41,9.331
adders and majority gates,69,69,52.51
buffers and inverters,99,182,17.89
AOI/OAI and AO/OA,28,28,8.606
## final cells by class
cell class,count,area share [%]
flip-flops and latches,8,4.722
multi-input cells,151,53.71
well taps,72,2.656
repair buffers,97,28.62
inverters,82,9.074
clock buffers,3,1.217
## worst max-delay path, stage by stage
cell             delay (ns)
clkdlybuf4s50_1        0.46
inv_1                  0.05
fa_1                   0.53
inv_1                  0.05
fa_1                   0.51
fa_1                   0.53
fa_1                   0.59
nand4b_4               0.14
fa_1                   0.41
nand2b_1               0.19
a21oi_1                0.17
xor2_1                 0.34
ha_1                   0.24
inv_1                  0.05
ha_1                   0.17
a21oi_1                0.19
a21oi_1                0.12
o311ai_0               0.43
a21oi_1                0.13
nor3_1                 0.18
## per-layer routing
metal	share of wire, %	track usage [%]	routed length, um	up-vias
met5	0	0	0	-
met4	0	0.9091	0	0
met3	6.1	1.160	245	0
met2	50	26.41	1978	65
met1	44	22.29	1764	824
li1	-	-	-	923
